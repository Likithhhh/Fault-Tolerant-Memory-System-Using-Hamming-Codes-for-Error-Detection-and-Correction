File: config.mk
export PLATFORM = sky130hd
export DESIGN_NAME = MemoryEDAC
export DESIGN_NICKNAME = MemoryEDAC
export VERILOG_FILES = /design/flow/design.v
export SDC_FILE = /design/flow/constraint.sdc
export NUM_CORES = 4
export LEC_CHECK = 1
export CORE_UTILIZATION = 50
File: constraint.sdc
current_design MemoryEDAC

set clk_period 5.9
set clk_io_pct 0.2

create_clock -name clk0 -period $clk_period [get_ports {write_enable}]

set non_clock_inputs [all_inputs -no_clocks]
set_input_delay [expr $clk_period * $clk_io_pct] -clock clk0 $non_clock_inputs
set_output_delay [expr $clk_period * $clk_io_pct] -clock clk0 [all_outputs]
File: design.v
module HammingEncoder(
    input [7:0] data_in,        
    output [11:0] encoded_data  
);
    wire p1, p2, p4, p8;
    assign p1 = data_in[0] ^ data_in[1] ^ data_in[3] ^ data_in[4] ^ data_in[6];
    assign p2 = data_in[0] ^ data_in[2] ^ data_in[3] ^ data_in[5] ^ data_in[6];
    assign p4 = data_in[1] ^ data_in[2] ^ data_in[3] ^ data_in[7];
    assign p8 = data_in[4] ^ data_in[5] ^ data_in[6] ^ data_in[7];
    assign encoded_data = {p8, data_in[7:4], p4, data_in[3:1], p2, data_in[0], p1};
endmodule
module HammingDecoder(
    input [11:0] encoded_data,   
    output reg [7:0] data_out,   
    output reg error_detected,   
    output reg error_corrected   
);
    wire p1, p2, p4, p8;
    wire [3:0] syndrome;
    assign p1 = encoded_data[0] ^ encoded_data[2] ^ encoded_data[4] ^ encoded_data[6] ^ encoded_data[8] ^ encoded_data[10];
    assign p2 = encoded_data[1] ^ encoded_data[2] ^ encoded_data[5] ^ encoded_data[6] ^ encoded_data[9] ^ encoded_data[10];
    assign p4 = encoded_data[3] ^ encoded_data[4] ^ encoded_data[5] ^ encoded_data[6] ^ encoded_data[11];
    assign p8 = encoded_data[7] ^ encoded_data[8] ^ encoded_data[9] ^ encoded_data[10] ^ encoded_data[11];
    assign syndrome = {p8, p4, p2, p1};
    always @(encoded_data) begin
        if (syndrome == 4'b0000) begin
            error_detected = 1'b0;
            error_corrected = 1'b0;
            data_out = encoded_data[10:3];  
        end else begin
            error_detected = 1'b1;
            error_corrected = 1'b1;
            data_out = encoded_data[10:3] ^ (1 << (syndrome - 1));  
        end
    end
endmodule
module MemoryEDAC(
    input [7:0] data_in,          
    input [3:0] address,          
    input write_enable, read_enable,
    output [7:0] data_out,        
    output error_detected,        
    output error_corrected        
);
    reg [11:0] memory [15:0];     
    wire [11:0] encoded_data;
    wire [7:0] decoded_data;
    wire detected_error, corrected_error;
    HammingEncoder encoder(.data_in(data_in), .encoded_data(encoded_data));
    HammingDecoder decoder(.encoded_data(memory[address]), .data_out(decoded_data), .error_detected(detected_error), .error_corrected(corrected_error));
    always @(posedge write_enable) begin
        memory[address] = encoded_data;  
    end
    assign data_out = decoded_data;    
    assign error_detected = detected_error;  
    assign error_corrected = corrected_error;  
endmodule
File: run.sh
#!/bin/bash
# OpenROAD 26Q1-2900-gdf79404cd8, Yosys 0.63+post, stock flow scripts
make -C /OpenROAD-flow-scripts/flow DESIGN_CONFIG=/design/flow/config.mk WORK_HOME=/design/flow/orfs finish
==> impl_metrics.yaml <==
# physical design summary
sta:
  maxSlewHeadroom_pct: 39.7
  finalHoldViolCount: 0
  worstMarginPinSlew_ns: 0.900
  slew_violations: 0
  setup_tns_ns: 0
  min_period_ns: 5.74
  clock.fmax_mhz: 174
  setup_viol: 0
  hold_ws_ns: 1.53
  timing.final.ws_setup_ns: 0.160
  rsz0062_at_grt: "false"
  finalCritPeriodShare_pct: 97.3
place:
  io_buffers: 22
  dpl.cell_count: 719
  place.gp.congestion: 0.856
  pre_cts_ws_ns: -0.240
  dp_hpwl_microns: 11100
synth:
  syn_area_per_cell_sq_um: 19.6
  ys_cells: 416
  synth_seq_share_pct: 70.6
  synthCells: 416
  ys_chip_area_sq_um: 8170
  topCellsByArea: "edfxtp_1, mux4_2, mux4_1"
  numSynthFlops: 192
  edf_count: 192
  yosysUniqueCellTypes: 43
  syn_area_sq_um: 8170
  top_area_share_pct: 70.6
  synth_warnings: 2
  synthArstFlopShare_pct: 0
  flop_cell: "edfxtp_1"
  largest_area_cell: "edfxtp_1"
drt:
  routed.top_layer: "met4"
  antennaDiodeCount: 0
  postRouteAntennaNets: 0
  drc: 0
  drt_iter0_markers: 233
  wire_per_inst_microns: 22.0
  wl_met3_microns: 1880
  vias: 4262
  totalWireLength_microns: 16500
  vias_per_cell: 5.68
  met2_length_microns: 7960
  wl_met1_microns: 6410
  firstDrtPassIters: 4
cts:
  numClockSinks: 192
  cts_hold_buf: 0
  clk_pin_slew_worst_paths_ns: 0.07
  cts-root-buf: "clkbuf_16"
  cts_tree: "done"
  cts_max_level: 4
  cts_buffers: 17
  cts_max_path_buffers: 2
run_status:
  status: "completed"
flow_run:
  tool_warnings: 29
  cap_violations: 0
cells_and_area:
  post_route_cells_drive_above_1_share_pct: 37.2
  largest_reg_flops: 192
  syn_to_final_growth_pct: 23.9
  final_cells: 751
pwr:
  cellPowerDensity_nw_per_um2: 365
  peakVddDrop_mv: 0.194
  leakage_uw: 0.00349
  fin_total_pwr_uw: 3690
grt:
  antenna_found_initial: 0
  grt_max_degree: 23
  grt_use_total_pct: 23.5
  grt_pass1_vias: 4569
  grt_overflow: 0
  grt_pass1_wl_microns: 25200
min_path:
  min_to: "memory[10][2]"
  whs_path_depth: 4
  hold_start: "address[0]"
  hold_path.class: "input pin to register"
die:
  initCoreUtil_pct: 51.2
  die_h_microns: 130
  chipArea_sq_um: 16900
  core_area_sq_um: 15900
  pin_count: 24
  die_w_microns: 130
  rows: 46
setup_path:
  cp.required_ns: 4.72
  crit_path_start_kind: "input pin"
  cp.arrival_ns: 4.56
  critPathMaxFanout: 13
  end_kind: "output pin"
  path_class: "input pin to output pin"
## through the flow
stage	instance area, sq um	utilization, %
after floorplan	8170	-
after global placement	9260	58.1
after detailed placement	9260	58.1
after CTS	9930	62.3
after global routing	10100	63.5
final	10100	63.5
## synthesized netlist by cell type (5+ instances only)
cell type  instances
a22oi_1           10
buf_2              5
clkbuf_1           7
edfxtp_1         192
inv_1              8
mux4_1            14
mux4_2            37
nand2_1           22
nand2b_1           5
nand3_1            8
nor2_1            15
nor3_1            10
xnor2_1           13
xor2_1             6
## power breakdown
group          leakage, uW  switching, uW  internal, uW  total, uW
Sequential         0.00174           9.72          1580       1590
Clock             0.000294            467           708       1180
Combinational      0.00145            433           493        926
Total              0.00349            910          2780       3690
## how the worst max path moves through the flow
stage	slack, ns	cells past startpoint	to	start
after global routing	0.01	15	data_out[3]	address[2]
final	0.16	12	data_out[2]	address[0]
after CTS	0.004	12	data_out[0]	address[0]
## cell type report
| type | instances | area (sq um) |
|---|---|---|
| clock buffers | 18 | 429 |
| clock inverters | 12 | 184 |
| fillers | 1116 | 5830 |
| well taps | 216 | 270 |
| inverters | 8 | 30.0 |
| repair buffers | 110 | 983 |
| flip-flops and latches | 192 | 5770 |
| multi-input cells | 195 | 2450 |
## cells by family after synthesis
group / after synthesis / share of synthesized area, %
flops: 192 / 70.6
compound gates: 33 / 3.35
buf+inv: 29 / 1.93
simple gates: 82 / 5.12
mux: 51 / 14.7
fa+ha+maj: 4 / 0.613
xor+xnor: 25 / 3.69
## routing by layer
layer,up-vias,track usage [%]
met2,197,34.5
met4,0,3.01
met3,17,13.2
met1,2103,36.0
met5,-,0
li1,1945,-
## repair_timing
action / CTS / global route
resized: 10 / 36
pin swaps: 0 / 13
cloned: 0 / 1
buffers inserted: 0 / 1
setup endpoints to repair: 10 / 8
## cell usage in the layout, fill, tap and decap left out, types with 3 or more instances in the layout
cell and count:
nand2_2 3, inv_1 8, nand3_1 8, xor2_1 3, clkbuf_16 18, a22oi_2 6
nor3_2 7, o2111ai_1 4, xnor2_1 10, buf_12 4, buf_4 79, mux4_1 13
nand2_1 18, xnor2_2 4, nor2_2 3, bufinv_16 4, mux4_2 38, buf_6 4
nor2_1 13, a311oi_1 4, nand4_1 3, clkinv_4 4, nor3_1 3, edfxtp_1 192
a211o_1 4, clkdlybuf4s50_1 18, nand2b_1 5, a22oi_1 4, a22o_1 4, ha_1 3
or4_1 4
## worst max-delay path, stage by stage
cell and delay [ns]:
buf_12 0.15, mux4_1 0.57, mux4_2 0.55, xor2_4 0.19, xor3_2 0.46, inv_1 0.12
buf_4 0.15, and4_4 0.27, buf_4 0.12, nor2_2 0.05, o311ai_2 0.25, clkdlybuf4s50_1 0.50
No activity file was given, so power comes from the tool's default toggle rates.
